**flow/config.mk**
```make
export PLATFORM = sky130hd
export DESIGN_NAME = compare_codes
export DESIGN_NICKNAME = compare_codes
export VERILOG_FILES = /design/flow/design.v
export SDC_FILE = /design/flow/constraint.sdc
export NUM_CORES = 4
export LEC_CHECK = 1
export CORE_AREA = 10 10 100 100
export DIE_AREA = 0 0 110 110
```
**flow/constraint.sdc**
```tcl
current_design compare_codes

set clk_period 3.1
set clk_io_pct 0.2

create_clock -name clk0 -period $clk_period

set non_clock_inputs [all_inputs -no_clocks]
set_input_delay [expr $clk_period * $clk_io_pct] -clock clk0 $non_clock_inputs
set_output_delay [expr $clk_period * $clk_io_pct] -clock clk0 [all_outputs]
```
**flow/design.v**
```verilog
`timescale 1ns / 1ps
module compare_codes(input [15:0] code1, input [15:0] code2, output [3:0] right, output [3:0] wrong);
	reg [3:0] r;
	reg [3:0] w;
	initial begin 
	r = 4'b0000;
	w = 4'b0000;
	end
	always @(*)begin
	r = 4'b0000;
	w = 4'b0000;
	if (code1[3:0] == code2[3:0])begin
		r = r + 1'b1;
	end
	if (code1[7:4] == code2[7:4])begin
		r = r + 1'b1;
	end
	if (code1[11:8] == code2[11:8])begin
		r = r + 1'b1;
	end	
	if (code1[15:12] == code2[15:12])begin
		r = r + 1'b1;
	end
		if (code1[3:0] != code2[3:0])begin
			if (code1[3:0] == code2[7:4] || code1[3:0] == code2[11:8] ||
			code1 [3:0] == code2[15:12]) begin
			w = w + 1'b1;
			end
		end
		if (code1[7:4] != code2[7:4])begin
			if (code1[7:4] == code2[3:0] || code1[7:4] == code2[11:8] ||
			code1[7:4] == code2[15:12]) begin
			w = w + 1'b1;
			end
		end
		if (code1[11:8] != code2[11:8])begin
			if (code1 [11:8] == code2[3:0] || code1 [11:8] == code2[7:4] ||
			code1 [11:8] == code2[15:12]) begin
			w = w + 1'b1;
			end
		end
		if (code1[15:11] != code2[15:11])begin
			if (code1[15:11] == code2[7:4] || code1[15:11] == code2[11:8] ||
			code1[15:11] == code2[3:0]) begin 
			w = w + 1'b1;
			end
		end
	end
	assign wrong = w;
	assign right = r;
endmodule
```
**flow/run.sh**
```bash
#!/bin/bash
# OpenROAD 26Q1-2900-gdf79404cd8, Yosys 0.63+post, stock flow scripts
make -C /OpenROAD-flow-scripts/flow DESIGN_CONFIG=/design/flow/config.mk WORK_HOME=/design/flow/orfs finish
```
==> impl_metrics.toml <==
# implementation run metrics
[status]
outcome = "complete, but fails checks"
violations = "negative setup slack"

[timing]
setup_tns_ps = -1310
whs_ps = 2070
worst_slack_ps = -467
fmax_ghz = 0.280
min_period_over_period = 1.15
period_needed_ps = 3570
finalHoldViolCount = 0
rsz0062_at_grt = "yes"
slew_violations = 0
finalSetupViolCount = 6

[global_route]
grt_max_degree = 7
grt_pass1_vias = 1257
globalRouteOverflowTotal = 0
grt_pass1_wl_mm = 6.59
grt_util_all_layers = 0.0682
grt_antenna_before_repair = 0

[final_layout]
flop_area_um2 = 0
finish.instance_area_um2 = 2380
drive_above_1_share = 0.686
area_growth_pct = 119
nClkBuffers = 0
ff_count = 0

[worst_setup_path]
path_class = "in2out"
critPathLaunchType = "input pin"
end_kind = "primary output"
cp_top_family = "multiplexers"
path_buffers = 2
crit_path_max_fanout = 4
slowest_stage = "mux2_4"
cp.arrival_ps = 2950
crit_required_ps = 2480
cp_slowest_stage_delay_ps = 290
crit_chain = "buf_8 -> xnor2_2 -> nand4_1 -> a31oi_4 -> ha_4 -> mux2_4 -> ha_4 -> mux2_4 -> ha_4 -> mux2_4 -> buf_6"

[floorplanning]
rows = 32
die_x_um = 110
fp_util = 0.139
die_height_um = 110
chipArea_um2 = 12100
core_um2 = 7810
ios = 40

[synthesis]
most_common_cell = "xnor2_1"
synthTopCellsByArea = "xnor2_1 32%, xor2_1 23%, ha_1 6.9%, nor4_4 5.9%, nand4_1 5.2%"
synth_area_leader_cell = "xnor2_1"
synth.distinct_cells = 28
ys_cells = 122
yosysChipArea_um2 = 1090
syn_avg_cell_area_um2 = 8.91
top_cells_by_count = "40 x xnor2_1, 29 x xor2_1, 9 x nand4_1, 6 x ha_1"
netlist_area_um2 = 1090
syn_inst = 122
netlist.area_leader.share = 0.322
synth_seq_share = 0
yosysWarnings = 1

[pwr]
power_uw = 430
ir_worst_vdd_v = 0.0000860
power_density_nw_per_um2 = 181
p_leak_nw = 0.988

[placed_design]
dp_hpwl_mm = 3.50
place_area_um2 = 1900
io_buffers = 39
place.gp.congestion = 0.869

[detailed_routing]
insertedDiodeCount = 0
num_vias = 1155
wire_per_inst_um = 13.6
detail-route-antenna-nets = 0
drc = 0
viasPerCell = 3.74
drtIter0Drc = 31
first_pass_iters = 4
routed_wl_mm = 4.21

[min_path]
min_path_type = "in2out"

[run]
warning_count = 36
max_cap_viol_count = 0

[clock_network]
holdBufCountCts = 0
## where the power goes
group | switching [mW] | leakage, nW | internal (mW)
Clock | 0 | 0 | 0
Combinational | 0.181 | 0.988 | 0.249
Sequential | 0 | 0 | 0
## metal layers
| layer | part of all wire | wire length [µm] | track usage | vias up |
|---|---|---|---|---|
| li1 | - | - | - | 576 |
| met1 | 0.50 | 2100 | 0.101 | 543 |
| met2 | 0.44 | 1860 | 0.107 | 34 |
| met3 | 0.055 | 232 | 0.0118 | 2 |
| met4 | 0.0062 | 26 | 0.000929 | 0 |
| met5 | 0 | 0 | 0 | - |
## through the flow
| step | cells | util | setup WS, ps |
|---|---|---|---|
| 2_1_floorplan | 122 | - | -219 |
| 3_3_place_gp | 292 | 0.243 | -1250 |
| 3_5_place_dp | 292 | 0.243 | -1310 |
| 4_1_cts | 306 | 0.277 | -492 |
| 5_1_grt | 309 | 0.305 | -536 |
| 6_report | 309 | 0.305 | -467 |
## path summary, 6_finish.rpt
kind,to,depth (start not counted),from,slack (ps)
hold / removal,wrong[3],8,code2[11],2070
setup / recovery,wrong[1],11,code1[1],-470
## logic make-up (layout without fill, tap and decap cells)
| kind of cell | after synthesis | after routing | share of synthesized area |
|---|---|---|---|
| compound gates | 6 | 6 | 0.0656 |
| xor+xnor | 70 | 70 | 0.577 |
| fa+ha+maj | 6 | 6 | 0.0690 |
| buf+inv | 12 | 97 | 0.0621 |
| mux | 4 | 4 | 0.0483 |
| other cells | 1 | 1 | 0.00345 |
| simple gates | 23 | 23 | 0.175 |
## tightest hold or removal path, delay by kind of cell
family	cells	cell delay (ps)
buffers and inverters	4	470
AND/OR/NAND/NOR	1	50
AND-OR/OR-AND	2	160
XOR/XNOR	1	160
## area by class of cell
| type | instances | area, µm² |
|---|---|---|
| repair buffers | 94 | 813 |
| well taps | 102 | 128 |
| multi-input cells | 110 | 1420 |
| inverters | 3 | 13.8 |
| fillers | 792 | 5430 |
## cells in the final DEF, fill, tap and decap left out, types with 2 or more instances in the layout
cell type / n
nor4_4: 3
nor4_2: 3
clkdlybuf4s50_1: 4
nand4_1: 9
buf_2: 18
ha_4: 6
buf_8: 5
buf_6: 24
xnor2_2: 17
mux2_4: 4
buf_4: 37
xor2_1: 18
xor2_2: 7
a31oi_4: 2
xor2_4: 4
xnor2_1: 23
dlygate4sd2_1: 4
## repair_timing
| item | 4_1_cts | 5_1_grt |
|---|---|---|
| pin swaps | 36 | 29 |
| setup buffers | 15 | 6 |
| setup endpoints to repair | 7 | 7 |
| gates resized | 171 | 54 |
Power and IR drop assume default switching activity.
