==> flow/run.sh <==
#!/bin/bash
# OpenROAD 26Q1-2900-gdf79404cd8, Yosys 0.63+post, stock flow scripts
make -C /OpenROAD-flow-scripts/flow DESIGN_CONFIG=/design/flow/config.mk WORK_HOME=/design/flow/orfs finish
==> flow/constraint.sdc <==
current_design hextodisp

set clk_period 2.1
set clk_io_pct 0.2

create_clock -name clk0 -period $clk_period

set non_clock_inputs [all_inputs -no_clocks]
set_input_delay [expr $clk_period * $clk_io_pct] -clock clk0 $non_clock_inputs
set_output_delay [expr $clk_period * $clk_io_pct] -clock clk0 [all_outputs]
==> flow/config.mk <==
export PLATFORM = sky130hd
export DESIGN_NAME = hextodisp
export DESIGN_NICKNAME = hextodisp
export VERILOG_FILES = /design/flow/design.v
export SDC_FILE = /design/flow/constraint.sdc
export NUM_CORES = 4
export LEC_CHECK = 1
export CORE_AREA = 10 10 87 87
export DIE_AREA = 0 0 97 97
==> flow/design.v <==
`timescale 1ns / 1ps
module hextodisp(input [15:0] in1, output [6:0] d1, output [6:0] d2, output [6:0] d3, output [6:0] d4);
reg [6:0] q1;
reg [6:0] q2;
reg [6:0] q3;
reg [6:0] q4;
always @(*)begin
    if (in1[3:0] == 4'b1010)begin
    q1 <= 7'b1110111;
    end
    else if (in1[3:0] == 4'b1011)begin
    q1 <= 7'b1111111;
    end
    else if (in1[3:0] == 4'b1100)begin
    q1 <= 7'b0111001;
    end
    else if (in1[3:0] == 4'b1101)begin
    q1 <= 7'b0111111;
    end
        else if (in1[3:0] == 4'b0000)begin
        q1 <= 7'b0111111;
        end
        else if (in1[3:0] == 4'b0001)begin
        q1 <= 7'b0000110;
        end
        else if (in1[3:0] == 4'b0010)begin
        q1 <= 7'b1011001;
        end
        else if (in1[3:0] == 4'b0011)begin
        q1 <= 7'b1001111;
        end
        else if (in1[3:0] == 4'b0100)begin
        q1 <= 7'b1100110;
        end
        else if (in1[3:0] == 4'b0101)begin
        q1 <= 7'b1101001;
        end
        else if (in1[3:0] == 4'b0110)begin
        q1 <= 7'b1111101;
        end
        else if (in1[3:0] == 4'b0111)begin
        q1 <= 7'b0000111;
        end
        else if (in1[3:0] == 4'b1000)begin
        q1 <= 7'b1111111;
        end
        else if (in1[3:0] == 4'b1001)begin
        q1 <= 7'b1100111;
        end
    if (in1[7:4] == 4'b1010)begin
    q2 <= 7'b1110111;
    end
    else if (in1[7:4] == 4'b1011)begin
    q2 <= 7'b1111111;
    end
    else if (in1[7:4] == 4'b1100)begin
    q2 <= 7'b0111001;
    end
    else if (in1[7:4] == 4'b1101)begin
    q2 <= 7'b0111111;
    end
    else if (in1[7:4] == 4'b1110)begin
    q2 <= 7'b1111001;
    end
    else if (in1[7:4] == 4'b1111)begin
    q2 <= 7'b1110001;
    end
    else if (in1[7:4] == 4'b0000)begin
        q2 <= 7'b0111111;
        end
    else if (in1[7:4] == 4'b0001)begin
        q2 <= 7'b0000110;
        end
        else if (in1[7:4] == 4'b0010)begin
        q2 <= 7'b1011001;
        end
        else if (in1[7:4] == 4'b0011)begin
        q2 <= 7'b1001111;
        end
        else if (in1[7:4] == 4'b0100)begin
        q2 <= 7'b1100110;
        end
        else if (in1[7:4] == 4'b0101)begin
        q2 <= 7'b1101001;
        end
        else if (in1[7:4] == 4'b0110)begin
        q2 <= 7'b1111101;
        end
        else if (in1[7:4] == 4'b0111)begin
        q2 <= 7'b0000111;
        end
        else if (in1[7:4] == 4'b1000)begin
        q2 <= 7'b1111111;
        end
        else if (in1[7:4] == 4'b1001)begin
        q2 <= 7'b1100111;
        end
    if (in1[11:8] == 4'b1010)begin
    q3 <= 7'b1110111;
    end
    else if (in1[11:8] == 4'b1011)begin
    q3 <= 7'b1111111;
    end
    else if (in1[11:8] == 4'b1100)begin
    q3 <= 7'b0111001;
    end
    else if (in1[11:8] == 4'b1101)begin
    q3 <= 7'b0111111;
    end
    else if (in1[11:8] == 4'b1110)begin
    q3 <= 7'b1111001;
    end
    else if (in1[11:8] == 4'b1111)begin
    q3 <= 7'b1110001;
    end
    else if (in1[11:8] == 4'b0000)begin
        q3 <= 7'b0111111;
        end
    else if (in1[11:8] == 4'b0001)begin
        q3 <= 7'b0000110;
        end
        else if (in1[11:8] == 4'b0010)begin
        q3 <= 7'b1011001;
        end
        else if (in1[11:8] == 4'b0011)begin
        q3 <= 7'b1001111;
        end
        else if (in1[11:8] == 4'b0100)begin
        q3 <= 7'b1100110;
        end
        else if (in1[11:8] == 4'b0101)begin
        q3 <= 7'b1101001;
        end
        else if (in1[11:8] == 4'b0110)begin
        q3 <= 7'b1111101;
        end
        else if (in1[11:8] == 4'b0111)begin
        q3 <= 7'b0000111;
        end
        else if (in1[11:8] == 4'b1000)begin
        q3 <= 7'b1111111;
        end
        else if (in1[11:8] == 4'b1001)begin
        q3 <= 7'b1100111;
        end
    if (in1[15:12] == 4'b1010)begin
    q4 <= 7'b1110111;
    end
    else if (in1[15:12] == 4'b1011)begin
    q4 <= 7'b1111111;
    end
    else if (in1[15:12] == 4'b1100)begin
    q4 <= 7'b0111001;
    end
    else if (in1[15:12] == 4'b1101)begin
    q4 <= 7'b0111111;
    end
    else if (in1[15:12] == 4'b1110)begin
    q4 <= 7'b1111001;
    end
    else if (in1[15:12] == 4'b1111)begin
    q4 <= 7'b1110001;
    end
    else if (in1[15:12] == 4'b0000)begin
        q4 <= 7'b0111111;
        end
    else if (in1[15:12] == 4'b0001)begin
        q4 <= 7'b0000110;
        end
        else if (in1[15:12] == 4'b0010)begin
        q4 <= 7'b1011001;
        end
        else if (in1[15:12] == 4'b0011)begin
        q4 <= 7'b1001111;
        end
        else if (in1[15:12] == 4'b0100)begin
        q4 <= 7'b1100110;
        end
        else if (in1[15:12] == 4'b0101)begin
        q4 <= 7'b1101001;
        end
        else if (in1[15:12] == 4'b0110)begin
        q4 <= 7'b1111101;
        end
        else if (in1[15:12] == 4'b0111)begin
        q4 <= 7'b0000111;
        end
        else if (in1[15:12] == 4'b1000)begin
        q4 <= 7'b1111111;
        end
        else if (in1[15:12] == 4'b1001)begin
        q4 <= 7'b1100111;
        end
end
assign d1 = q1;
assign d2 = q2;
assign d3 = q3;
assign d4 = q4;
endmodule
==> flow_metrics.py <==
# Flow results
metrics = {
    "die": {
        "fp_util_pct": 19.6,
        "rows": 27,
        "ios": 44,
        "die_width_um": 97,
        "dieArea_sq_um": 9410,
        "coreArea_sq_um": 5640,
        "die_height_um": 97,
    },
    "synthesis": {
        "yosys_warnings": 1,
        "yosysChipArea_sq_um": 1110,
        "synth_area_sq_um": 1110,
        "avgSynthCellArea_sq_um": 7.73,
        "ys.flops": 28,
        "ys_cells": 143,
        "yosysUniqueCellTypes": 32,
        "synth_cells": 143,
    },
    "route": {
        "ant_nets": 0,
        "wire_per_inst_um": 9.36,
        "viasPerCell": 3.82,
        "first_pass_iters": 4,
        "dr.first_iter.drc_count": 27,
        "drc": 0,
        "routed_wl_um": 2500,
        "antennaDiodeCount": 0,
        "vias": 1020,
    },
    "grt": {
        "antenna_found_initial": 0,
        "grtUsageMet2_pct": 8.18,
        "grt_overflow_total": 0,
        "grt_pass1_wl_um": 4080,
        "grt_pass1_vias": 894,
        "met1_usage_pct": 6.13,
        "grt.total_usage_pct": 4.74,
        "busiest_layer": "met2",
        "grt_max_degree": 13,
        "grt_use_met3_pct": 1.22,
    },
    "pwr": {
        "leakage_nw": 0.864,
        "vdd_drop_max_v": 0.0000810,
        "powerDensity_nw_per_um2": 151,
    },
    "cts": {
        "post-cts-setup-buffer-count": 0,
    },
    "setup_path": {
        "endpoint_kind": "output port",
        "cp_max_fo": 9,
        "cp.buffers_inverters": 2,
        "required_ns": 1.68,
        "arrival_ns": 1.64,
        "critPathKind": "primary input to output port",
        "crit_family": "buffers and inverters",
        "crit_chain": "buf_12, nand2b_4, nor3_1, nor3_2, dlxtn_1, clkdlybuf4s50_1",
        "critPathMaxStageDelay_ns": 0.45,
        "cp_slowest_cell": "clkdlybuf4s50_1",
        "start_kind": "primary input",
    },
    "timing": {
        "unclocked_pins": 28,
        "max_freq_ghz": 0.485,
        "finalCritPeriodShare_pct": 98.2,
        "setup_viol": 0,
        "untimed_endpoints": 35,
        "rsz0062_at_grt": "true",
        "slew_viol_final": 0,
        "fin_crit_ns": 2.06,
        "hold_violations": 0,
    },
    "placement": {
        "dp_hpwl_um": 1980,
        "io_buffers": 44,
        "gp_congestion": 0.765,
    },
    "finish": {
        "fin_util_pct": 32.9,
        "area_growth_pct": 67.6,
        "drive_gt1_share_pct": 20.0,
    },
    "job": {
        "warnings": 34,
        "maxCapViolations": 0,
    },
    "status": {
        "outcome": "complete, no violations",
    },
}
[cell type report]
type / instances / area [sq um]
Fill cell: 585 / 3790
Tap cell: 72 / 90.1
Timing Repair Buffer: 46 / 562
Multi-Input combinational cell: 117 / 766
Sequential cell: 28 / 422
Inverter: 4 / 15.0
[metrics by stage]
stage               setup slack (ns)  instance area, sq um  setup TNS, ns  total power, W  cells
floorplan                      0.381                  1180              0        0.000165    163
global placement              -0.802                  1610         -12.68        0.000236    265
detailed placement            -0.818                  1610         -12.76        0.000237    265
CTS                         -0.00197                  1720       -0.00197        0.000261    265
global route                 -0.0353                  1850        -0.0364        0.000310    267
finish                        0.0385                  1850              0        0.000279    267
[per-layer routing]
layer / wire length (um) / up-vias
li1: - / 570
met1: 1230 / 427
met2: 1100 / 23
met3: 172 / 0
met4: 0 / 0
met5: 0 / -
[worst max-delay path by stage]
| stage | from | end | slack (ns) | cells after the start |
|---|---|---|---|---|
| after CTS | in1[12] | d4[2] | -0.002 | 6 |
| after global routing | in1[7] | d2[2] | -0.04 | 6 |
| final | in1[7] | d2[2] | 0.04 | 6 |
[logic make-up after synthesis]
group	count (synthesis)	synth area share (%)
compound gates	37	21.4
xor+xnor	7	5.54
fa+ha+maj	1	0.905
buf+inv	18	10.3
latches	28	38.0
other cells	1	0.339
simple gates	51	23.5
[synthesized netlist by cell type, drive strengths merged]
master	count	area, sq um
dlxtn	28	420
buf	14	98.8
nand2	13	48.8
o21ai	12	60.1
nor2	11	41.3
a21oi	9	45.0
nor2b	8	50.1
nand2b	6	37.5
nor3	6	35.0
xor2	6	52.6
inv	4	15.0
o22a	3	26.3
o31ai	3	27.5
a21o	2	15.0
a2bb2oi	2	17.5
a31oi	2	12.5
nand3b	2	15.0
o32ai	2	17.5
or3	2	12.5
a211oi	1	7.51
a22oi	1	7.51
and3	1	6.26
and3b	1	8.76
conb	1	3.75
maj3	1	10.0
nand3	1	5.00
xnor2	1	8.76
[registers in the layout (all words and copies together), names as in the netlist]
name and flops:
q4 7, q1 7, q2 7, q3 7
[placed cells by master, fill, tap and decap left out, types with 3 or more instances in the layout]
cell,instances
conb_1,21
inv_1,4
o22a_1,3
o31ai_2,3
nor2b_1,4
nand2_1,10
xor2_1,5
dlxtn_1,27
nand2b_1,3
nor2_1,10
nor3_1,4
o21ai_0,8
o21ai_1,4
a21oi_1,7
nand2_2,3
nand2b_4,3
buf_12,6
clkdlybuf4s50_1,20
nor2b_4,4
dlymetal6s2s_1,5
dlygate4sd2_1,7
[what timing repair did]
item,CTS,global route
endpoints found under the setup margin,21,11
gates resized,113,25
pin swaps,5,7
endpoints found under the hold margin,0,0
hold buffers,0,0
gates cloned,0,2
[report_power, final]
group	switching, W	internal (W)	total [W]
clock	0	0	0
combinational	0.0000984	0.000133	0.000231
sequential	0.00000342	0.0000452	0.0000486
Power is estimated from default activity; no workload was simulated.
