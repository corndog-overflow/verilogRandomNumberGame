--- ./config.mk ---
export PLATFORM = sky130hd
export DESIGN_NAME = SevenLEDDemo
export DESIGN_NICKNAME = SevenLEDDemo
export VERILOG_FILES = /design/flow/design.v
export SDC_FILE = /design/flow/constraint.sdc
export NUM_CORES = 4
export LEC_CHECK = 1
export CORE_AREA = 10 10 100 100
export DIE_AREA = 0 0 110 110
--- ./constraint.sdc ---
current_design SevenLEDDemo

set clk_period 4.5
set clk_io_pct 0.2

create_clock -name clk0 -period $clk_period [get_ports {clk}]

set non_clock_inputs [all_inputs -no_clocks]
set_input_delay [expr $clk_period * $clk_io_pct] -clock clk0 $non_clock_inputs
set_output_delay [expr $clk_period * $clk_io_pct] -clock clk0 [all_outputs]
--- ./design.v ---
`timescale 1ns / 1ps
module SevenLEDDemo(clk,rst,AN_Out,C_Out);
input clk,rst;
output [7:0] AN_Out;
output [6:0] C_Out;
reg [7:0] AN_In; 
reg [55:0] C_In;
parameter ONE = 7'b0000110, N=7'b0110111,P=7'b1110011,E=7'b1111001; 
SevenSegmentLED SevenSegmentLED(.clk(clk),.rst(rst),.AN_In(AN_In),.C_In(C_In),.AN_Out(AN_Out),.C_Out(C_Out));
always @ (posedge clk or posedge rst)
begin
    if(rst)
    begin
        AN_In <= 8'h0;
        C_In <= 56'h0;
    end
    else
    begin
        AN_In <= 8'b11100011;
        C_In <= {ONE,N,P, 7'd0, 7'd0, 7'd0, P, ONE};
    end
end
endmodule
`timescale 1ns / 1ps
module SevenSegmentLED(clk,rst,AN_In,C_In,AN_Out,C_Out);
input clk,rst;
input [55:0] C_In;
input [7:0] AN_In;
output reg [7:0] AN_Out;
output reg [6:0] C_Out;
reg [2:0] LEDCounter;
reg [16:0] clkCounter;
reg slowClk;
parameter TOGGLE = 17'd100000;
always @ (posedge slowClk or posedge rst)
begin
    if(rst)
    begin
        AN_Out <= 0;
        C_Out <= 0;
        LEDCounter <= 0;
    end
    else
    begin
        LEDCounter <= LEDCounter + 1;
        AN_Out <= ~((8'd1 << LEDCounter)&AN_In);
        C_Out <= ~C_In[LEDCounter*7+:7];
    end
end
always @ (posedge clk or posedge rst)
begin
    if(rst)
    begin
        clkCounter <= 0;
        slowClk <= 0;
    end
    else
    begin
        if(clkCounter == TOGGLE)
        begin
            slowClk <= 0;
            clkCounter <= 0;
        end
        else if(clkCounter > TOGGLE/2)
        begin
            slowClk <= 1;
            clkCounter <= clkCounter + 1;
        end
        else
        begin
            slowClk <= 0;
            clkCounter <= clkCounter + 1;
        end
    end
end
endmodule
--- ./run.sh ---
#!/bin/bash
# OpenROAD 26Q1-2900-gdf79404cd8, Yosys 0.63+post, stock flow scripts
make -C /OpenROAD-flow-scripts/flow DESIGN_CONFIG=/design/flow/config.mk WORK_HOME=/design/flow/orfs finish
==> impl_metrics.yaml <==
# implementation run metrics
synth:
  ys.flop_type: "dfrtp_1"
  async_reset_ff_share_pct: 100.0
  ys_chip_area_um2: 1495
  ys_warn_count: 2
  syn-instance-count: 136
  ys_ff: 32
  ys_cells: 136
  top_area_cell: "dfrtp_1"
  yosysUniqueCellTypes: 30
  syn_avg_cell_area_um2: 10.99
  yosys.stat.seqShare_pct: 53.56
  synth_top_area_share_pct: 53.56
  top_cells_by_area: "dfrtp_1, xnor2_1, ha_1"
  synth_area_um2: 1495
  synth-edff-count: 0
hold_path:
  hp-class: "flop to flop"
  whs_path_depth: 1
die:
  core_um2: 7807
  io_pins: 17
  die_x_um: 110
  fp-utilization_pct: 19.15
  die_h_um: 110
  chip_area_um2: 12100
  rows: 32
sta:
  untimed_endpoints: 27
  fin_skew_ps: 4.456
  setup_viol: 0
  whs_ps: 542.2
  min_period_ps: 1690
  rsz0062_at_grt: "no"
  report.final.slew_viol_count: 0
  setup_tns_ps: 0
  unclocked_regs: 13
  finalHoldViolations: 0
  period_used_pct: 37.56
  max_freq_mhz: 591.7
drt:
  routed-via-count: 952
  ant_nets: 0
  wl_mm: 2.429
  avgRoutedWirePerCell_um: 9.677
  antenna_cells: 0
  drc: 0
  viasPerCell: 3.793
  first_pass_iters: 4
  drt_iter0_drc: 69
global_routing:
  grt-busiest-layer: "met2"
  grt-ovfl-total: 0
  grt.total_usage_pct: 3.954
  grt_antenna_before_repair: 0
  use_met2_pct: 6.647
  use_met1_pct: 5.316
  grt_pass1_wl_mm: 4.050
  grt_pass1_vias: 860
  grt_util_met3_pct: 0.8813
  grt_max_degree: 33
cts:
  cts_resized: 0
  post_cts_buffers: 0
  hold_buffers: 0
  numCtsBuffers: 3
  clock-root-buffer: "clkbuf_8"
  cts.clk_slew.worst_paths_ps: 70
  clockBufferDepth: 2
  cts_max_level: 1
  cts_tree: "yes"
  clock_latency_ps: 250
placement:
  place_congestion: 0.8377
  io_buffers: 16
  place_hpwl_mm: 1.771
power:
  leakage_nw: 0.7055
  power.density_nw_per_um2: 167.2
  power.total_w: 0.0002982
  ir_drop_mv: 0.07639
critical_path:
  ff2ff_path_depth: 5
  crit_type: "flop to flop"
  critPathMaxFanout: 10
  setup.worst_path.start_class: "flop"
  cp-end-kind: "flop"
  cp.arrival_ps: 1820
  critical_path_required_ps: 4630
finish:
  area_growth_syn_to_layout_pct: 19.25
  drive_gt1_share_pct: 7.383
  mostFrequentLayoutCell: "dfrtp_1"
  lay_top_cells: "dfrtp_1, clkdlybuf4s50_1, xnor2_1, nand2_1, nor2_1"
  fin_util_pct: 22.84
flow_run:
  max_cap_viol_count: 0
  warnings: 29
outcome:
  status: "finished clean"
## sequential cells by signal (all words and copies together) (netlist names)
register	cells
C_In	1
SevenSegmentLED.AN_Out	6
SevenSegmentLED.C_Out	4
SevenSegmentLED.LEDCounter	3
SevenSegmentLED.clkCounter	17
SevenSegmentLED.slowClk	1
## through the flow
step,cells,instance area (µm²),worst slack [ps]
finish,251,1783,2810
global route,251,1783,2628
floorplan,137,1499,2909
CTS,251,1783,2790
global placement,247,1737,2856
detailed placement,247,1737,2801
## per-layer routing
metal | vias to the layer above | routed length [µm]
met5 | - | 0
met4 | 0 | 18
met3 | 4 | 215
met2 | 24 | 1053
met1 | 446 | 1141
li1 | 478 | -
## final timing paths
path | startpoint | to | slack (ps)
worst max-delay path | SevenSegmentLED.clkCounter[0]$_DFF_PP0_ | SevenSegmentLED.clkCounter[16]$_DFF_PP0_ | 2810
min in group asynchronous | rst | SevenSegmentLED.clkCounter[14]$_DFF_PP0_ | 1030
max in group asynchronous | rst | SevenSegmentLED.clkCounter[9]$_DFF_PP0_ | 3190
worst min register to register | SevenSegmentLED.clkCounter[0]$_DFF_PP0_ | SevenSegmentLED.clkCounter[0]$_DFF_PP0_ | 540
worst max register to register | SevenSegmentLED.clkCounter[0]$_DFF_PP0_ | SevenSegmentLED.clkCounter[16]$_DFF_PP0_ | 2810
worst min-delay path | SevenSegmentLED.clkCounter[0]$_DFF_PP0_ | SevenSegmentLED.clkCounter[0]$_DFF_PP0_ | 540
## power breakdown
| part | total (W) | switching [W] | internal, W |
|---|---|---|---|
| Sequential | 0.000172 | 0.000000968 | 0.000171 |
| Combinational | 0.00000796 | 0.00000610 | 0.00000186 |
| Clock | 0.000118 | 0.0000566 | 0.0000615 |
## cell type report
type / instances / area (µm²)
flip-flops and latches: 32 / 800.8
well taps: 102 / 127.6
inverters: 6 / 22.52
clock buffers: 3 / 41.29
clock inverters: 1 / 5.005
repair buffers: 17 / 167.7
multi-input cells: 90 / 618.1
fillers: 837 / 6025
## critical path, stage by stage (launching register included)
cell and delay, ps:
dfrtp_1 430, inv_1 90, ha_1 140, or3b_1 400, nor3_4 400, nor2_1 90
## kinds of logic after synthesis
family	synth area share [%]
and+or+nand+nor	22.76
adders and majority gates	5.857
AOI/OAI and AO/OA	2.762
muxes	0.6695
buffers and inverters	5.356
other	0.2508
DFF	53.56
xor gates and xnor gates	8.787
## synth_stat cells, types with 3 or more instances
| cell type | instances |
|---|---|
| dfrtp_1 | 32 |
| xnor2_1 | 13 |
| nand2_1 | 11 |
| nor2_1 | 11 |
| nand3_1 | 8 |
| ha_1 | 7 |
| nor3_1 | 7 |
| inv_1 | 6 |
| nand4_1 | 6 |
| buf_4 | 5 |
| buf_2 | 4 |
| o21ai_0 | 3 |
Power and IR drop assume default switching activity.
